$ cat design/flow/design.v
module lfsr_7 (
    input   logic       clk,
    input   logic       rst,
    input   logic       en,
    output  logic [6:0] data_out
);
    logic [6:0] sreg;
    always_ff @(posedge clk, posedge rst) begin
        if (rst)
            sreg <= 7'b1;
        else begin
           if (en)
                sreg <= {sreg[5:0], sreg[6]^sreg[2]}; 
        end
    end
    assign data_out = sreg;
endmodule
$ cat design/flow/run.sh
#!/bin/bash
# OpenROAD 26Q1-2900-gdf79404cd8, Yosys 0.63+post, stock flow scripts
make -C /OpenROAD-flow-scripts/flow DESIGN_CONFIG=/design/flow/config.mk WORK_HOME=/design/flow/orfs finish
$ cat design/flow/config.mk
export PLATFORM = sky130hd
export DESIGN_NAME = lfsr_7
export DESIGN_NICKNAME = lfsr_7
export VERILOG_FILES = /design/flow/design.v
export SDC_FILE = /design/flow/constraint.sdc
export NUM_CORES = 4
export LEC_CHECK = 1
export CORE_AREA = 10 10 70 70
export DIE_AREA = 0 0 80 80
$ cat design/flow/constraint.sdc
current_design lfsr_7

set clk_period 1.2
set clk_io_pct 0.2

create_clock -name clk0 -period $clk_period [get_ports {clk}]

set non_clock_inputs [all_inputs -no_clocks]
set_input_delay [expr $clk_period * $clk_io_pct] -clock clk0 $non_clock_inputs
set_output_delay [expr $clk_period * $clk_io_pct] -clock clk0 [all_outputs]
==> results_tabular.tex <==
% Auto-generated results table
\begin{tabular}{lr}
\hline
Metric & Value \\
\hline
\multicolumn{2}{l}{\textbf{Run status}} \\
Outcome & finished clean \\
\multicolumn{2}{l}{\textbf{Place}} \\
Post-Place Setup Slack & -86.7 ps \\
Placed Instances & 76 \\
I/O Buffers & 9 \\
Routability-driven placement congestion ratio & 0.714 \\
\multicolumn{2}{l}{\textbf{STA}} \\
Final Max Tran Viols & 0 \\
Unrepaired setup endpoints after global routing & false \\
Largest clock skew in the final design & 1.74 ps \\
Worst slew margin relative to its limit & 0.819 \\
Post-layout worst setup margin & 81.5 ps \\
Fmax & 894 MHz \\
Minimum clock period after layout & 1120 ps \\
Slew at the pin with the worst max-slew slack & 271 ps \\
Final period utilization & 0.932 \\
Setup violation total in the final timing report & 0 \\
Total negative slack & 0 ps \\
Final Hold Viols & 0 \\
\multicolumn{2}{l}{\textbf{Worst setup path}} \\
Terminus of the critical flop-to-flop path & sreg[2] \\
Highest-delay cell along the critical path & sky130\_fd\_sc\_hd\_\_dfrtp\_1 \\
Launch point of the worst path & sreg[3] \\
Critical path required time & 960 ps \\
Crit path arrival time & 880 ps \\
Worst-path cell chain & dlygate4sd2\_1 \\
Reg-to-Reg Start & sreg[2] \\
Nature of the critical path startpoint & flip-flop \\
Dominant delay contributor by cell family on the critical path & flip-flops \\
Worst path buffer plus inverter count & 1 \\
Worst setup path class & flip-flop to output port \\
Biggest cell delay along the critical path & 380 ps \\
Critical path fanouts, max & 2 \\
Cell count of the worst reg-to-reg path & 2 \\
Nature of the critical path endpoint & output port \\
Setup slack, reg-to-reg & 300 ps \\
\multicolumn{2}{l}{\textbf{Finish}} \\
Largest register FFs & 7 \\
Layout cell share with drive strength beyond 1 & 0.513 \\
Layout filler cell count & 398 \\
Number of non-filler instances in the completed layout & 85 \\
Biggest regs & sreg x7 \\
Largest reg by FF count & sreg \\
Synth-to-Final Area Change & 72.8\% \\
\multicolumn{2}{l}{\textbf{Routing}} \\
DRT Pass-1 Iters & 1 \\
Average via count per standard cell & 2.55 \\
Number of nets with antenna violations after detailed routing & 0 \\
Routed length per placed instance & 8.24 um \\
Vias & 217 \\
Detailed router's first-iteration violation count & 0 \\
Final Routed Wirelength & 700 um \\
Diodes inserted & 0 \\
\# DRC & 0 \\
\multicolumn{2}{l}{\textbf{Synthesis}} \\
Cell type contributing the most total cell area after synthesis & sky130\_fd\_sc\_hd\_\_dfrtp\_1 \\
Post-Synthesis Cell Area & 299 um\^{}2 \\
Cell count listed in synth\_stat.txt & 18 \\
Commonest cells in the netlist & 6 x sky130\_fd\_sc\_hd\_\_dfrtp\_1, 6 x sky130\_fd\_sc\_hd\_\_mux2\_4 \\
Yosys warning total & 1 \\
EDFF count, synth & 0 \\
Synthesized instance count & 18 \\
Synthesized chip area reported by yosys & 299 um\^{}2 \\
Avg Inst Size Synth & 16.6 um\^{}2 \\
Sequential element share of the synthesized area & 0.590 \\
Synthesized registers & 7 \\
Synth async-reset ratio & 1.00 \\
Prevailing post-synth register cell & sky130\_fd\_sc\_hd\_\_dfrtp\_1 \\
Max-area cell share & 0.502 \\
Cell area leaders & sky130\_fd\_sc\_hd\_\_dfrtp\_1 50\%, sky130\_fd\_sc\_hd\_\_mux2\_4 30\%, sky130\_fd\_sc\_hd\_\_dfstp\_2 8.8\% \\
Distinct cells, synth & 8 \\
\multicolumn{2}{l}{\textbf{GRT}} \\
Number of global-route vias before repair & 251 \\
Aggregate global-route resource usage & 0.0228 \\
Wire length of the first global-routing pass & 1170 um \\
Total overflow reported by the global router & 0 \\
Initial antenna violation count & 0 \\
Maximum number of pins on one net before global-route repair & 8 \\
\multicolumn{2}{l}{\textbf{Floorplanning}} \\
Top Ports & 10 \\
Core region area & 3420 um\^{}2 \\
Number of placement rows & 21 \\
Horizontal extent of the die & 80 um \\
Initial Util & 0.0875 \\
Die outline area & 6400 um\^{}2 \\
DIE HEIGHT & 80 um \\
\multicolumn{2}{l}{\textbf{Job}} \\
Number of logged tool warnings & 25 \\
Max-cap violations & 0 \\
\multicolumn{2}{l}{\textbf{Worst hold path}} \\
Class of the most critical hold timing path & input pin to asynchronous set/reset pin \\
\multicolumn{2}{l}{\textbf{Clocking}} \\
Clock tree from TritonCTS & done \\
H-Tree Depth & 1 \\
TritonCTS sink count & 7 \\
Max clock buf depth & 2 \\
Skew-Pair Late Insertion Delay & 250 ps \\
Clock-pin transition on the worst setup and hold timing paths & 50 ps \\
Clock buffer count from CTS & 3 \\
Clock Root Buffer & sky130\_fd\_sc\_hd\_\_clkbuf\_4 \\
\multicolumn{2}{l}{\textbf{Power}} \\
Total power divided by cell area & 2340 nW/um\^{}2 \\
Final total power & 1210 uW \\
Max VDD drop & 0.000733 V \\
Leakage & 0.000234 uW \\
\hline
\end{tabular}
report_power, final:
part / total [uW] / internal (uW) / switching [uW]
Combinational: 572 / 415 / 157
Clock: 212 / 127 / 85.6
Sequential: 422 / 365 / 56.8
worst max-delay path by stage:
stage | end | depth (start not counted)
4_1_cts | data_out[3] | 1
5_1_grt | data_out[3] | 1
6_report | data_out[3] | 1
repair_timing:
item                       in CTS  in global routing
buffers inserted                5                  0
setup endpoints to repair       7                  0
hold buffers                    0                  0
resized                         9                  0
cell usage in the layout (no fill, tap or decap):
cell type | Yosys | routed
sky130_fd_sc_hd__buf_2 | 0 | 1
sky130_fd_sc_hd__clkdlybuf4s50_1 | 0 | 2
sky130_fd_sc_hd__mux2_4 | 6 | 6
sky130_fd_sc_hd__inv_1 | 1 | 1
sky130_fd_sc_hd__dfstp_2 | 1 | 1
sky130_fd_sc_hd__a21oi_1 | 1 | 1
sky130_fd_sc_hd__dfrtp_1 | 6 | 6
sky130_fd_sc_hd__xnor2_1 | 1 | 1
sky130_fd_sc_hd__nor2_1 | 1 | 1
sky130_fd_sc_hd__clkbuf_4 | 0 | 3
sky130_fd_sc_hd__buf_4 | 0 | 9
sky130_fd_sc_hd__clkbuf_1 | 0 | 1
sky130_fd_sc_hd__dlygate4sd2_1 | 0 | 6
per-layer routing:
metal / vias up / routed length [um] / track usage
met5: - / 0 / 0
met4: 0 / 23 / 0.00880
met3: 3 / 40 / 0.00909
met2: 9 / 319 / 0.0345
met1: 101 / 317 / 0.0283
li1: 104 / - / -
cell type report:
cell class	instances	area, um^2	share of cell area
Clock buffer	4	26.3	0.0508
Inverter	1	3.75	0.00726
Multi-Input combinational cell	9	108	0.208
Sequential cell	7	176	0.341
Tap cell	46	57.6	0.111
Timing Repair Buffer	18	145	0.281
cells by family (layout without fill, tap and decap cells):
kind of cell | count (synthesis) | after routing | share of synthesized area
flops | 7 | 7 | 0.590
mux | 6 | 6 | 0.301
buf+inv | 2 | 23 | 0.0502
compound gates | 1 | 1 | 0.0167
xor+xnor | 1 | 1 | 0.0293
simple gates | 1 | 1 | 0.0125
metrics by stage:
stage | hold WS, ps | area (um^2) | utilization
floorplan | 42.7 | 299 | -
global placement | 479 | 465 | 0.136
detailed placement | 495 | 465 | 0.136
CTS | 224 | 517 | 0.151
global route | 231 | 517 | 0.151
finish | 220 | 517 | 0.151
Power is estimated from default activity; no workload was simulated.
